==> design/flow/design.v <==
module Slave(
    reset,
	slaveDataToSend, slaveDataReceived,
	SCLK, CS, MOSI, MISO
);
input reset;
input SCLK;
input CS;
output [7:0]slaveDataReceived;
input MOSI;
input [7:0]slaveDataToSend;
output MISO;
reg MISO;
reg [7:0]slaveDataReceived;
reg[3:0] count=4'b0000;
reg[3:0] count_2=4'b0000;
always @( negedge SCLK ,posedge reset)
begin
if(reset==1'b1)
  begin
    slaveDataReceived<=8'b00000000;
    count<=4'b0000;
    MISO<=1'bz;
  end
else if(CS==0)
  begin
   if(count!=4'b1000)
    begin
     slaveDataReceived[count]=MOSI;
     count=count+1;
	 if(count==4'b1000)
	  begin
        count=4'b0000;
      end
    end
  end
end
always @( posedge SCLK )
begin
 if(CS==0 && reset==1'b0)
  begin
   if(count_2!=4'b1000)
    begin
	 MISO=slaveDataToSend[count_2];
     count_2=count_2+1;
	 if(count_2==4'b1000)
	  begin
        count_2=4'b0000;
      end
    end
  end
else if(CS==1)
   begin
     MISO<=1'bz;
   end
end
endmodule
==> design/flow/run.sh <==
#!/bin/bash
# OpenROAD 26Q1-2900-gdf79404cd8, Yosys 0.63+post, stock flow scripts
make -C /OpenROAD-flow-scripts/flow DESIGN_CONFIG=/design/flow/config.mk WORK_HOME=/design/flow/orfs finish
==> design/flow/config.mk <==
export PLATFORM = sky130hd
export DESIGN_NAME = Slave
export DESIGN_NICKNAME = Slave
export VERILOG_FILES = /design/flow/design.v
export SDC_FILE = /design/flow/constraint.sdc
export NUM_CORES = 4
export LEC_CHECK = 1
export CORE_AREA = 10 10 77 77
export DIE_AREA = 0 0 87 87
==> design/flow/constraint.sdc <==
current_design Slave

set clk_period 3.0
set clk_io_pct 0.2

create_clock -name clk0 -period $clk_period [get_ports {SCLK}]

set non_clock_inputs [all_inputs -no_clocks]
set_input_delay [expr $clk_period * $clk_io_pct] -clock clk0 $non_clock_inputs
set_output_delay [expr $clk_period * $clk_io_pct] -clock clk0 [all_outputs]
==> results.py <==
# Physical implementation metrics
metrics = {
    "worst_setup_path": {
        "critical_path.startpoint": "slaveDataReceived[3]$_DFFE_NP0P_",
        "path_buffers": 1,
        "path_class": "flop to output pin",
        "endpoint": "slaveDataReceived[3]",
        "arrival_ns": 2.37,
        "rrSetupSlack_ns": 0.70,
        "max_stage_delay_ns": 0.40,
        "reg2reg_to": "slaveDataReceived[4]$_DFFE_NP0P_",
        "critical-path-slowest-cell": "dfrtn_1",
        "crit_fanout": 2,
        "critPathCaptureType": "output pin",
        "crit_chain": "dlygate4sd2_1",
        "critical-path-top-delay-family": "flip-flops",
        "reg2regPathDepth": 6,
        "start_kind": "flop",
        "reg2reg_from": "count[0]$_DFFE_NP0P_",
        "path_depth": 1,
        "required_ns": 2.40,
    },
    "placed_design": {
        "portBuffers": 11,
        "dp_hpwl_um": 1467,
        "place_congestion": 0.8721,
        "place_inst": 152,
        "dp_slack_ns": -0.5031,
    },
    "floorplan": {
        "die_y_um": 87,
        "initial_core_util_pct": 18.76,
        "die-area_um2": 7569,
        "ioPinCount": 21,
        "rows": 24,
        "core_area_um2": 4354,
        "die_w_um": 87,
    },
    "route": {
        "wl_um": 1873,
        "antennaDiodeCount": 0,
        "vias": 737,
        "ant_nets": 0,
        "drcViolationCount": 0,
        "drtIter0Drc": 103,
        "wl_per_cell_um": 11.78,
        "via_per_inst": 4.635,
        "first_pass_iters": 5,
    },
    "clock_tree": {
        "cts_tree": "done",
        "cts.clk_slew.worst_paths_ns": 0.04,
        "ctsLongestPathBuffers": 2,
        "cts_hold_buf": 0,
        "cts_max_level": 1,
        "cts_buffers": 3,
        "clk_latency_ns": 0.26,
        "cts.sinks": 12,
        "root_buffer": "clkbuf_8",
    },
    "finish": {
        "syn2layout_area_growth_pct": 32.47,
        "fillCellCount": 448,
        "fin_util_pct": 24.86,
        "drive_gt1_share_pct": 25.23,
        "finalNonFillerCells": 159,
    },
    "run": {
        "maxCapViolCount": 0,
        "log.warning_count": 38,
    },
    "pwr": {
        "power_density_nw_per_um2": 952.6,
        "p_leak_nw": 0.4713,
        "swShare_pct": 41.99,
        "power_frac_clock_pct": 13.7,
        "power.internal_uw": 598.1,
        "pwr-share-comb_pct": 53.1,
        "p_sw_uw": 432.9,
        "ir_worst_vdd_mv": 0.2212,
        "seqPwrFrac_pct": 33.2,
        "finalPower_mw": 1.031,
    },
    "logic_synthesis": {
        "ys_seq_share_pct": 36.75,
        "synthCells": 89,
        "synthMuxAreaShare_pct": 5.819,
        "synth-edff-count": 0,
        "synth_flops": 12,
        "synthArstFlopShare_pct": 100.0,
        "synthXorXnorAreaFrac_pct": 1.072,
        "fa_ha_area_share_pct": 7.657,
        "ys_warn_count": 5,
        "synth-area-yosys_um2": 817.0,
        "synthAoiAreaFrac_pct": 21.29,
        "netlist_area_um2": 817.0,
        "simple_gate_share_pct": 17.76,
        "synth.avg_cell_area_um2": 9.180,
        "yosys_cells": 89,
        "top_area_share_pct": 36.75,
        "yosysMostFrequentCell": "dfrtn_1",
        "ff_type": "dfrtn_1",
        "topCombFamilyByArea": "AND-OR/OR-AND gates",
        "top_cells_by_count": "dfrtn_1, inv_1, a21oi_1",
        "yosysTopAreaCell": "dfrtn_1",
        "area_leaders": "dfrtn_1, ha_1, o31ai_1, a21oi_1, o2bb2ai_1",
        "ys_types": 33,
    },
    "global_routing": {
        "grt_pass1_vias": 718,
        "grt_pass1_wl_um": 3325,
        "grt_max_degree": 15,
        "gr-total-overflow": 0,
        "grtUsageTotal_pct": 5.214,
        "antenna_found_initial": 0,
    },
    "final_timing": {
        "finalMaxSlewViolations": 0,
        "fin_skew_ns": 0.003270,
        "rsz0062_at_grt": "false",
        "setup_violations": 0,
        "finalHoldViolations": 0,
        "finalSetupTns_ns": 0,
        "fin_ws_ns": 0.03366,
    },
    "outcome": {
        "outcome": "finished, final reports clean",
    },
    "min_path": {
        "hold_path.class": "flop to flop",
    },
}
==> flip-flops by register name, summed over array words and instances, names as in the netlist <==
signal,flops
count,4
slaveDataReceived,8
==> kinds of logic after synthesis <==
family,after synthesis
AOI/OAI and AO/OA,25
xor gates and xnor gates,1
adders and majority gates,5
and+or+nand+nor,25
muxes,4
other,1
buffers and inverters,16
DFF,12
==> timing repair <==
action / 4_1_cts / 5_1_grt
setup buffers: 4 / 0
setup endpoints to repair: 20 / 9
pin swaps: 2 / 1
gates resized: 13 / 9
==> layout make-up <==
type / instances / area (µm²) / area share, %
flip-flops and latches: 12 / 300.3 / 27.75
inverters: 8 / 30.03 / 2.775
multi-input cells: 61 / 460.4 / 42.54
well taps: 52 / 65.06 / 6.012
repair buffers: 23 / 185.2 / 17.11
clock buffers: 3 / 41.29 / 3.815
==> layer usage <==
| metal | vias to the layer above | track usage, % | share of wire (%) |
|---|---|---|---|
| met3 | 2 | 1.792 | 7.6 |
| met5 | - | 0 | 0 |
| met4 | 0 | 1.031 | 1.5 |
| met1 | 353 | 6.962 | 47 |
| li1 | 353 | - | - |
| met2 | 29 | 7.995 | 44 |
==> power groups by stage <==
| stage | clock network [mW] | registers [mW] | logic, mW |
|---|---|---|---|
| 6_report | 0.141 | 0.342 | 0.547 |
| 4_1_cts | 0.148 | 0.341 | 0.540 |
| 5_1_grt | 0.155 | 0.357 | 0.617 |
==> metrics by stage <==
stage	area, µm²	hold slack, ns
5_1_grt	1082	0.4566
3_3_place_gp	1012	0.4383
6_report	1082	0.4448
4_1_cts	1072	0.4410
2_1_floorplan	823.3	0.3933
3_5_place_dp	1012	0.4413
==> layout by cell type (no fill, tap or decap), drive strengths merged <==
cell	synthesis	routed
buf	5	13
dfrtn	12	12
inv	8	8
a21oi	7	7
nor3	7	7
dlygate4sd2	0	6
nand3	5	5
o31ai	5	5
ha	5	5
o21ai	5	5
o2bb2ai	4	4
clkbuf	3	4
nand2	3	3
nor4	3	3
mux2	3	3
o21bai	1	1
or4b	1	1
nor2b	1	1
a21boi	1	1
nor2	1	1
nand3b	1	1
or2	1	1
or3	1	1
nand2b	1	1
o41ai	1	1
mux2i	1	1
a31oi	1	1
xnor2	1	1
conb	1	1
dlymetal6s2s	0	1
clkdlybuf4s50	0	1
clkdlybuf4s15	0	1
==> how the worst min path moves through the flow <==
stage	from	to	slack (ns)	cells past startpoint
final	slaveDataReceived[3]$_DFFE_NP0P_	slaveDataReceived[3]$_DFFE_NP0P_	0.44	1
after global routing	slaveDataReceived[3]$_DFFE_NP0P_	slaveDataReceived[3]$_DFFE_NP0P_	0.46	1
after CTS	slaveDataReceived[1]$_DFFE_NP0P_	slaveDataReceived[1]$_DFFE_NP0P_	0.44	1
Power figures rest on the tool's default switching activity, not on a simulated workload.
